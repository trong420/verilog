==> flow/config.mk <==
export PLATFORM = sky130hd
export DESIGN_NAME = counter
export DESIGN_NICKNAME = counter
export VERILOG_FILES = /design/flow/design.v
export SDC_FILE = /design/flow/constraint.sdc
export NUM_CORES = 4
export LEC_CHECK = 1
export CORE_AREA = 10 10 70 70
export DIE_AREA = 0 0 80 80
==> flow/constraint.sdc <==
current_design counter

set clk_period 1.0
set clk_io_pct 0.2

create_clock -name clk0 -period $clk_period [get_ports {clk}]

set non_clock_inputs [all_inputs -no_clocks]
set_input_delay [expr $clk_period * $clk_io_pct] -clock clk0 $non_clock_inputs
set_output_delay [expr $clk_period * $clk_io_pct] -clock clk0 [all_outputs]
==> flow/design.v <==
module counter ( out, clk, reset);
	input clk, reset;
	output [3:0]out;
	reg[3:0]out;
	wire[3:0]next;
	assign next = reset?4'b0:(out+4'b1);
	always@(posedge clk)
	begin
		out<=#1 next;
	end
endmodule
==> flow/run.sh <==
#!/bin/bash
# OpenROAD 26Q1-2900-gdf79404cd8, Yosys 0.63+post, stock flow scripts
make -C /OpenROAD-flow-scripts/flow DESIGN_CONFIG=/design/flow/config.mk WORK_HOME=/design/flow/orfs finish
==> results.yml <==
# synthesis and place-and-route metrics
clock_network:
  cts_made_buffers: 3
  clk_pin_slew_ps: 40
  worstSkewPairLatency_ps: 240
  postCtsSetupBuffers: 0
  numClockSinks: 4
  cts_tree: "built"
  holdBufCountCts: 0
  clock_tree.buffer_depth: 2
  htree_num_levels: 1
  root_buf_cell: "sky130_fd_sc_hd__clkbuf_4"
pwr:
  power.clock.fraction: 0.465
  share_seq_of_total_power: 0.398
  comb_power_share: 0.136
  internal_power_w: 0.0003478
  power_density_nw_per_um2: 1376
  vdd_drop_max_uv: 332.1
  power.static_leakage_nw: 0.1264
  p_sw_frac: 0.2229
  total_switching_power_w: 0.00009976
critical_path:
  cell_by_cell_trace_of_the_critical_path: "buf_4 -> nand3_1 -> mux2_4"
  largest_driver_fanout_on_the_critical_path: 2
  worstReg2RegEnd: "out[3]"
  reg2reg_slack_ps: 50
  critPathBufInv: 1
  crit_start: "out[2]"
  critical-path-top-delay-family: "flip-flops"
  timing.critical_path.required_ps: 1130
  cp-start-kind: "register"
  rr_startpoint: "out[2]"
  cp_slowest_cell: "sky130_fd_sc_hd__dfxtp_2"
  timing.reg2reg.worst_path_depth: 3
  crit_path_arrival_time_ps: 1070
  criticalPathCategory: "register to register"
  end_kind: "register"
  crit_path_largest_cell_delay_ps: 310
worst_hold_path:
  worst_hold_path_type: "register to register"
  worst_hold_path.num_cells: 2
  hold_path_end: "out[0]"
  worstHoldStart: "out[0]"
cells_and_area:
  largest_register_ff_count: 4
  design_area_um2: 325.3
  finalCoreUtilization: 0.09524
  largest-register: "out"
  layout-drive-gt1-share: 0.6154
  post_layout_nonfiller_instances: 73
  biggestRegsByFlops: "out: 4 flops"
  area_growth_synth_to_finish_pct: 124.1
floorplan:
  num_io_pins: 6
  die_h_um: 80
  fp-row-count: 21
  core_area_um2: 3416
  chip_area_um2: 6400
  floorplan.core_util: 0.04249
  die_w_um: 80
synth:
  yosys-top-cells-count: "4 x sky130_fd_sc_hd__dfxtp_1, 3 x sky130_fd_sc_hd__nor2_1, 2 x sky130_fd_sc_hd__nor2b_1"
  area_contributors_post_synth: "sky130_fd_sc_hd__dfxtp_1 55%, sky130_fd_sc_hd__mux2_4 10%, sky130_fd_sc_hd__ha_1 8.6%"
  postSynth.topFlopCell: "sky130_fd_sc_hd__dfxtp_1"
  enable_flop_cells: 0
  yosys_warnings: 1
  yosys_chip_area_um2: 145.1
  yosysCellCount: 13
  yosys.cell_types.count: 7
  ys_seq_share: 0.5517
  ys_ff: 4
  async_flop_share: 0
  synth.avg_cell_area_um2: 11.16
  yosysTopAreaCell: "sky130_fd_sc_hd__dfxtp_1"
  instance_count_of_the_mapped_netlist: 13
  syn_area_um2: 145.1
  portion_of_synthesized_cell_area_occupied_by_the_leading_cell_type: 0.5517
  post-synth-top-count-cell: "sky130_fd_sc_hd__dfxtp_1"
detailed_routing:
  detailed_route_via_count: 140
  detail_route.drc_violations: 0
  route.antenna.remaining_nets: 0
  drt_pass1_iterations: 1
  drtIter0Drc: 0
  routed_wire_length_um: 434
  wl_per_cell_um: 5.945
  routed_via_density: 1.918
global_routing:
  grt_pass1_vias: 153
  antenna_violations_before_repair: 0
  grt-ovfl-total: 0
  grt_start_max_net_pins: 4
  grt_util_all_layers: 0.01552
  global_route_wire_length_before_repair_um: 676
final_timing:
  timing.final.ws_setup_ps: 53.62
  finalHoldViolations: 0
  timing.slew.headroom: 0.9259
  layout_min_cycle_time_ps: 946.4
  post-route-period-util: 0.9464
  fmax_mhz: 1057
  finalSetupTns_ps: 0
  final_max_slew_viol_count: 0
  timing.final.setup_violations: 0
  rsz0062_at_grt: "no"
  worstMarginPinSlew_ps: 110.9
  clock_skew_ps: 5.467
placement:
  port_buffers: 5
  pre_cts_ws_ps: -131.7
  dpl.cell_count: 69
  post_dp_cell_area_um2: 290.3
  globalplace.congestion: 0.6725
status:
  status: "completed"
flow_run:
  drv_cap: 0
  stage_log_warnings: 25
metrics by stage:
| stage | total power (W) | hold slack (ps) |
|---|---|---|
| 2_1_floorplan | 0.0001922 | 266.7 |
| 5_1_grt | 0.0004795 | 536.5 |
| 3_5_place_dp | 0.0002402 | 523.9 |
| 4_1_cts | 0.0004527 | 508.1 |
| 3_3_place_gp | 0.0002384 | 508.1 |
| 6_report | 0.0004476 | 505.9 |
routing by layer:
layer | GRT usage | vias to the layer above | wire length, µm
met1 | 0.01398 | 62 | 158
met2 | 0.01124 | 9 | 107
met4 | 0.003521 | 0 | 0
met3 | 0.03409 | 0 | 168
li1 | - | 69 | -
met5 | 0 | - | 0
timing repair:
item,4_1_cts,5_1_grt
setup endpoints to repair,4,6
pin swaps,0,1
resized,8,7
tightest hold or removal path, stage by stage (launching register included):
cell and delay, ps:
sky130_fd_sc_hd__dfxtp_2 320, sky130_fd_sc_hd__buf_4 110, sky130_fd_sc_hd__nor2_1 40
layout make-up:
class | instances | area [µm²]
diodes | 1 | 2.502
well taps | 46 | 57.56
clock buffers | 3 | 22.52
repair buffers | 10 | 82.58
multi-input cells | 9 | 75.07
flip-flops and latches | 4 | 85.08
fillers | 402 | 3090
power groups by stage:
stage	clock, W	combinational, W	sequential, W
CTS	0.000218	0.0000570	0.000177
global route	0.000233	0.0000671	0.000180
finish	0.000208	0.0000611	0.000178
cells in the final DEF, fill, tap and decap left out:
| cell | synthesis | routed |
|---|---|---|
| sky130_fd_sc_hd__buf_4 | 0 | 5 |
| sky130_fd_sc_hd__nor2_1 | 3 | 3 |
| sky130_fd_sc_hd__diode_2 | 0 | 1 |
| sky130_fd_sc_hd__clkdlybuf4s50_1 | 0 | 1 |
| sky130_fd_sc_hd__mux2_4 | 1 | 1 |
| sky130_fd_sc_hd__dfxtp_2 | 0 | 4 |
| sky130_fd_sc_hd__nor2b_1 | 2 | 2 |
| sky130_fd_sc_hd__ha_2 | 0 | 1 |
| sky130_fd_sc_hd__clkbuf_4 | 0 | 3 |
| sky130_fd_sc_hd__nand3_1 | 1 | 1 |
| sky130_fd_sc_hd__xnor2_2 | 0 | 1 |
| sky130_fd_sc_hd__clkbuf_2 | 0 | 1 |
| sky130_fd_sc_hd__clkdlybuf4s15_1 | 0 | 3 |
worst max path at each step:
stage         cells past startpoint  endpoint
CTS                               1    out[0]
finish                            3    out[3]
global route                      3    out[1]
logic make-up after synthesis:
family / Yosys count / share of synthesized area
xor gates and xnor gates: 1 / 0.06036
muxes: 1 / 0.1034
DFF: 4 / 0.5517
and+or+nand+nor: 6 / 0.1982
adders and majority gates: 1 / 0.08619
Power and IR drop assume default switching activity.
