==> design.v <==
module alu	(	input				clk			,
				input		[15:0]	bus		,
				input				A_ena		,
				input				Add_SubNot	,
				input				G_ena		,
				output		[15:0]	ALUout		
			);
reg [15:0]	A	;
wire[15:0]	add_sub_out	;
wire[15:0]	oA	;
assign add_sub_out =(Add_SubNot)? (oA + bus) : (oA - bus);
reg_16bits	unitA (	.clk(clk)		,
					.ena(A_ena)	,
					.d	(bus)		,
					.q	(oA)	
				  );
reg_16bits	unitG (	.clk(clk)		,
					.ena(G_ena)		,
					.d	(add_sub_out)		,
					.q	(ALUout)	
				);		 
endmodule
	module CU	(	input	[8:0]	IRout			,
					input			clk				,
					input			run				,
					input			rstn			,
					input	[1:0]	counter			,
					output	reg		IR_ena			,
					output	reg		clear_counter	,
					output	reg[7:0]mux_Rout_sel	,
					output	reg		mux_din_sel		,
					output	reg		mux_ALUout_sel	,
					output  reg[7:0]reg_sel		,	 
					output	reg		alu_A_ena		,
					output	reg		alu_G_ena		,	
					output	reg		alu_Add_SubNot	,
					output	reg		Done			
			);
reg 	[1:0]	state, nextstate	;
wire 	[2:0]	cmd	;
wire	[7:0]	rx, ry	;
assign cmd = IRout[8:6];
always @ (posedge clk)
begin
	if(!rstn)
		begin
			state	<=	2'd0		;
		end
	else
		if (run)
			begin
				state	<=	nextstate	;
			end
		else
			begin
				state	<=	state		;
			end
end
always @ (*)
begin
	case (state)
		2'd0:
			begin
				if(&(~cmd))
					nextstate	=	2'd1	;	 
				else
					if( !cmd[2] & !cmd[1] & cmd[0] )
						nextstate	=	2'd1	;	 
					else
						if	( !cmd[2]& cmd[1] )
							nextstate	=	2'd2	;	 
						else
							if ( cmd[2] & !cmd[1] & !cmd[0] )
								nextstate	=	2'd1	;	 
							else
								nextstate	=	2'd0	;
			end
		2'd1:	 
			begin
				nextstate = 2'd0	;
			end
		2'd2:	 
			begin
				nextstate = 2'd3	;
			end
		2'd3:	 
			begin
				nextstate = 2'd1	;
			end
	endcase
end
always @ (posedge clk)
begin
	if (!rstn)
		begin
			IR_ena			<= 1'b1		;
			clear_counter	<= 1'b0		;
			mux_din_sel		<= 1'b0		;
			mux_ALUout_sel	<= 1'b0		;
			mux_Rout_sel	<= 8'b0		;
			reg_sel			<= 8'b0		;
			alu_A_ena		<= 1'b0		;
			alu_G_ena		<= 1'b0		;
			alu_Add_SubNot	<= 1'b1		;
			Done			<= 1'b0		;
		end
	else
	begin
		case (state)
			2'd0:  
				begin
					IR_ena			<= 1'b0		;	 
					clear_counter	<= 1'b1		;
					mux_ALUout_sel	<= 1'b0		;
					alu_G_ena		<= 1'b0		;
					alu_Add_SubNot	<= 1'b1		;
					Done			<= 1'b0		;			
					if( &(~cmd) )	 
					begin
						mux_din_sel		<= 1'b0		;
						mux_Rout_sel	<= ry		;
						reg_sel			<= rx		;
						alu_A_ena		<= 1'b0		;
					end
					else
						if ( !cmd[2] & !cmd[1] & cmd[0] )	 
						begin
							mux_din_sel		<= 1'b1		;	
							mux_Rout_sel	<= 8'b0		;
							reg_sel			<= rx		;
							alu_A_ena		<= 1'b0		;
						end
						else
							if	( !cmd[2]& cmd[1] )		 
							begin
								mux_din_sel		<= 1'b0		;	
								mux_Rout_sel	<= rx		;
								reg_sel			<= 8'b0		;
								alu_A_ena		<= 1'b1		;	
							end
							else
								if ( cmd[2] & !cmd[1] & !cmd[0] )	 
								begin
									mux_din_sel		<= 1'b0		;	
									mux_Rout_sel	<= rx		;
									reg_sel			<= 8'b0		;
									alu_A_ena		<= 1'b0		;
								end
								else
								begin
									mux_din_sel		<= mux_din_sel	;	
									mux_Rout_sel	<= mux_Rout_sel	;
									reg_sel			<= reg_sel		;
									alu_A_ena		<= alu_A_ena	;
								end
				end
			2'd1:  
				begin
					IR_ena			<= 1'b1		;
					clear_counter	<= 1'b0		;
					mux_din_sel		<= 1'b0		;
					mux_ALUout_sel	<= 1'b0		;
					mux_Rout_sel	<= 8'b0		;
					reg_sel			<= 8'b0		;
					alu_A_ena		<= 1'b0		;
					alu_G_ena		<= 1'b0		;
					alu_Add_SubNot	<= 1'b1		;
					Done			<= 1'b1		;
				end
			2'd2:  
				begin
					IR_ena			<= 1'b0		;
					clear_counter	<= 1'b1		;
					mux_din_sel		<= 1'b0		;
					mux_ALUout_sel	<= 1'b0		;
					mux_Rout_sel	<= ry		;
					reg_sel			<= 8'b0		;
					alu_A_ena		<= 1'b0		;
					alu_G_ena		<= 1'b1		;
					if (cmd [0])	alu_Add_SubNot	<= 1'b0		;
					else			alu_Add_SubNot	<= 1'b1		;
					Done			<= 1'b0		;			
				end
			2'd3:  
				begin
					IR_ena			<= 1'b0		;
					clear_counter	<= 1'b1		;
					mux_din_sel		<= 1'b0		;
					mux_ALUout_sel	<= 1'b1		;
					mux_Rout_sel	<= 8'b0		;
					reg_sel			<= rx		;
					alu_A_ena		<= 1'b0		;
					alu_G_ena		<= 1'b0		;
					alu_Add_SubNot	<= 1'b1		;
					Done			<= 1'b0		;			
				end
		endcase
	end
end
decode3bits ry_unit	(	.in		(IRout[2:0])	,
								.out	(ry)
							);
decode3bits rx_unit (	.in		(IRout[5:3])	,
								.out	(rx)
							);
endmodule
module cpu 	(	input 			Clock		,
						input	[15:0]	DIN		,
						input			Run		,
						input			Resetn	,
						output	[15:0]	Bus		,
						output			Done
					);
wire [7:0]	reg_sel, Rout_sel		;
wire [15:0]	r0, r1, r2, r3, r4, r5, r6, r7, ALUout	;		
wire		din_sel, ALUout_sel, A_ena, Add_SubNot, G_ena, IR_ena		;		
reg  [8:0]	IRout		;
always @ (Clock)					
begin
	if (IR_ena)
		IRout	<=	DIN	[8:0]	;
	else
		IRout	<= IRout		;
end
reg_8banks reg_bank	(	.clk		(Clock)		,
						.reg_sel	(reg_sel)	,
						.bus		(Bus)		,
						.r0			(r0)		,
						.r1			(r1)		,
						.r2			(r2)		,
						.r3			(r3)		,
						.r4			(r4)		,
						.r5			(r5)		,
						.r6			(r6)		,
						.r7			(r7)		
					);
mux 	mux_unit	(	.Rout_sel	(Rout_sel)	,
						.din_sel	(din_sel)	,
						.ALUout_sel	(ALUout_sel),
						.din		(DIN)		,
						.r0			(r0)		,
						.r1			(r1)		,
						.r2			(r2)		,
						.r3			(r3)		,
						.r4			(r4)		,
						.r5			(r5)		,
						.r6			(r6)		,
						.r7			(r7)		,
						.ALUout		(ALUout)	,
						.obus		(Bus)		
					);
alu 	alu_unit	(	.clk		(Clock)		,
						.bus		(Bus)		,
						.A_ena		(A_ena)		,
						.Add_SubNot	(Add_SubNot),
						.G_ena		(G_ena)		,
						.ALUout		(ALUout)
					);					
CU 		CU_unit		(	.IRout		(IRout)		,
						.clk		(Clock)		,
						.run		(Run)		,
						.rstn		(Resetn)		,
						.IR_ena		(IR_ena)	,
						.mux_Rout_sel(Rout_sel)	,
						.mux_din_sel(din_sel)	,
						.mux_ALUout_sel(ALUout_sel),
						.reg_sel	(reg_sel)	,
						.alu_A_ena	(A_ena)		,
						.alu_G_ena	(G_ena)		,
						.alu_Add_SubNot(Add_SubNot),
						.Done		(Done)
					);
endmodule
module decode3bits 	(	input 	[2:0]	in	,
						output	[7:0]	out	
					);
assign out[0]	=	!in[2] & !in[1] & !in[0]	;
assign out[1]	=	!in[2] & !in[1] &  in[0]	;
assign out[2]	=	!in[2] &  in[1] & !in[0]	;
assign out[3]	=	!in[2] &  in[1] &  in[0]	;
assign out[4]	=	 in[2] & !in[1] & !in[0]	;
assign out[5]	=	 in[2] & !in[1] &  in[0]	;
assign out[6]	=	 in[2] &  in[1] & !in[0]	;
assign out[7]	=	 in[2] &  in[1] &  in[0]	;
endmodule
module mux	(	input	[7:0]	Rout_sel	,	
				input			din_sel	,
				input			ALUout_sel,
				input	[15:0]	din		,
				input	[15:0]	r0		,
				input	[15:0]	r1		,
				input	[15:0]	r2		,
				input	[15:0]	r3		,
				input	[15:0]	r4		,
				input	[15:0]	r5		,
				input	[15:0]	r6		,
				input	[15:0]	r7		,
				input	[15:0]	ALUout	,
				output	[15:0]	obus	
			);
assign obus =	(	{(16){Rout_sel[0]}}		&	r0)	|
				(	{(16){Rout_sel[1]}}		&	r1)	|
				(	{(16){Rout_sel[2]}}		&	r2)	|
				(	{(16){Rout_sel[3]}}		&	r3)	|
				(	{(16){Rout_sel[4]}}		&	r4)	|
				(	{(16){Rout_sel[5]}}		&	r5)	|
				(	{(16){Rout_sel[6]}}		&	r6)	|
				(	{(16){Rout_sel[7]}}		&	r7)	|
				(	{(16){din_sel}}			&	din)|
				(	{(16){ALUout_sel}}		&	ALUout)	;	
endmodule
module reg_16bits	(	input		clk			,
						input		ena			,
						input		[15:0]	d	,
						output reg	[15:0]	q	
					);
always @ (posedge clk)
begin
	if(ena)
		q	<=	d	;
	else
		q	<=	q	;
end
endmodule
module reg_8banks	(	input				clk		,
						input		[7:0]	reg_sel	,
						input 		[15:0]	bus	,
						output		[15:0]	r0, r1, r2, r3, r4, r5, r6, r7
					);
reg_16bits	r0_u	(	.clk(clk)			,
					.ena(reg_sel[0])	,
					.d	(bus)			,
					.q	(r0)	
				);					
reg_16bits	r1_u	(	.clk(clk)			,
					.ena(reg_sel[1])	,
					.d	(bus)			,
					.q	(r1)	
				);					
reg_16bits	r2_u	(	.clk(clk)			,
					.ena(reg_sel[2])	,
					.d	(bus)			,
					.q	(r2)	
				);					
reg_16bits	r3_u	(	.clk(clk)			,
					.ena(reg_sel[3])	,
					.d	(bus)			,
					.q	(r3)	
				);					
reg_16bits	r4_u	(	.clk(clk)			,
					.ena(reg_sel[4])	,
					.d	(bus)			,
					.q	(r4)	
				);					
reg_16bits	r5_u	(	.clk(clk)			,
					.ena(reg_sel[5])	,
					.d	(bus)			,
					.q	(r5)	
				);					
reg_16bits	r6_u	(	.clk(clk)			,
					.ena(reg_sel[6])	,
					.d	(bus)			,
					.q	(r6)	
				);					
reg_16bits	r7_u	(	.clk(clk)			,
					.ena(reg_sel[7])	,
					.d	(bus)			,
					.q	(r7)	
				);					
endmodule
==> run.sh <==
#!/bin/bash
# OpenROAD 26Q1-2900-gdf79404cd8, Yosys 0.63+post, stock flow scripts
make -C /OpenROAD-flow-scripts/flow DESIGN_CONFIG=/design/flow/config.mk WORK_HOME=/design/flow/orfs finish
==> config.mk <==
export PLATFORM = sky130hd
export DESIGN_NAME = cpu
export DESIGN_NICKNAME = cpu
export VERILOG_FILES = /design/flow/design.v
export SDC_FILE = /design/flow/constraint.sdc
export NUM_CORES = 4
export LEC_CHECK = 1
export CORE_UTILIZATION = 30
==> constraint.sdc <==
current_design cpu

set clk_period 9.7
set clk_io_pct 0.2

create_clock -name clk0 -period $clk_period [get_ports {Clock}]

set non_clock_inputs [all_inputs -no_clocks]
set_input_delay [expr $clk_period * $clk_io_pct] -clock clk0 $non_clock_inputs
set_output_delay [expr $clk_period * $clk_io_pct] -clock clk0 [all_outputs]
==> summary.txt <==
run metrics: status finished clean, count of library flops with an enable pin 160, FMAX 174 MHz, DR vias 5,000, DP HPWL 12,800 µm, Post-CTS Resized 0, max-cap viol count 0, # IOs 36, Post-CTS Setup Repair Bufs 0, Final setup viols 0, share of cells above drive strength 1 0.105, Fin. Hold Viols 0, fin. max-slew vios 0, row count 59, top fanout value on the critical path 11, DR pass1 iterations 7, PD cells 198 nW/µm², largest net degree at the start of global routing 26, RSZ-0062 raised after global routing no, Design Power 1.88 mW, area grow syn2layout 16.3%, Die Size 27,900 µm², Commonest flop edfxtp_1, CP Capture Type output port, final worst slack 3.96 ns, register pins left without a clock 9, tool warnings 28, initial antenna violation count 0, Tot GR Track Use 0.155, register area 5480 µm², total CTS buffers 17, WL final 20,000 µm, worst-margin pin slew 0.885 ns, Overflow after GRT 0, CTS tree yes, Ys Warns 3, Hold WC Path Type flop to flop, Init Core Util 0.310, vias in the first global route 5,050, Critical Path AT 3.80 ns, DR DRC count 0, maximum resistive drop on vdd 0.117 mV, Cells after Synth 567, yosys simple share 0.0836, Port Buffers 35, worst clock skew 0.0120 ns, endpoints left unconstrained 9, Synth flops 196, n_diodes 0, hold_ws 0.520 ns, yosys stat cell total 567, CP Class primary input to output port, initial drt markers 333, first-pass GRT wire length 30,200 µm, Die H 167 µm, # fillers 2,400, Post-Syn Area 8160 µm², Clock transition at path regs 0.07 ns, fin util 0.360, most numerous logic cell after layout edfxtp_1, required time worst endpoint 7.76 ns, Mux cell area share 0.00123, Clk Tree Root Cell clkbuf_16, fraction of registers with async set/reset 0, slew margin rel. 0.407, core area 26,400 µm², Cell Type Count 54, combinational gate area 2400 µm², Post-Synth AOI/OAI Area 0.148, DRT antenna net count 0, maximum buffer depth of the clock tree 2, width of the die 167 µm, CTS HTree Levels 4, Vias/cell 5.19, critical path launch point type primary input, XOR/XNOR Fraction of Synth Area 0.0301, Main logic family AND-OR/OR-AND gates, post-placement setup slack 3.74 ns, fa+ha+maj area frac 0.0316, hold buffers post-CTS 0, Final min period 5.74 ns, part of the cycle the worst path needs 0.592, Mapped Avg Cell Area 14.4 µm², Final Wtd Congestion 0.918, Pleak 3.24 nW, YS chip area 8160 µm², worst skew pair latency 0.43 ns, wire per inst 20.7 µm, total negative setup slack 0 ns, Top Layout Cells edfxtp_1 (160), a22oi_1 (44), nor2_1 (37)
## metrics by stage
stage                     instances  instance area (µm²)
after floorplan                 567                 8160
after global placement          931                 8870
after detailed placement        931                 8870
after CTS                       963                 9490
after global routing            963                 9490
final                           963                 9490
## final timing paths
kind                                   startpoint                          endpoint  slack, ns  depth (start not counted)
max                                        DIN[2]                            Bus[2]       3.96                          6
min reg2reg      CU_unit.mux_din_sel$_SDFFE_PN0P_  CU_unit.mux_din_sel$_SDFFE_PN0P_       0.52                          2
min              CU_unit.mux_din_sel$_SDFFE_PN0P_  CU_unit.mux_din_sel$_SDFFE_PN0P_       0.52                          2
max reg2reg  CU_unit.mux_Rout_sel[0]$_SDFFE_PN0P_    alu_unit.unitG.q[15]$_DFFE_PP_       5.39                         16
## state kept, by name, summed over array words and instances (netlist names), 8 cells and up
| name | count |
|---|---|
| CU_unit.mux_Rout_sel | 8 |
| CU_unit.reg_sel | 8 |
| IRout | 9 |
| alu_unit.unitA.q | 16 |
| alu_unit.unitG.q | 16 |
| reg_bank.r0_u.q | 16 |
| reg_bank.r1_u.q | 16 |
| reg_bank.r2_u.q | 16 |
| reg_bank.r3_u.q | 16 |
| reg_bank.r4_u.q | 16 |
| reg_bank.r5_u.q | 16 |
| reg_bank.r6_u.q | 16 |
| reg_bank.r7_u.q | 16 |
## power by group
group / internal, mW / switching [mW] / total, mW
registers: 0.911 / 0.00780 / 0.919
logic: 0.0935 / 0.139 / 0.232
clock network: 0.431 / 0.295 / 0.726
## cells in the mapped netlist (all sizes together), types with 18 or more instances
cell type  number  area (µm²)
edfxtp        160        4800
xnor2          24         210
nor2b          18         113
nor2           37         139
a22oi          49         393
dfxtp          27         541
buf            21         191
inv            18        67.6
a22o           20         175
nand2          18        67.6
a221oi         23         214
ha             19         238
## cells by family after synthesis
group | count (synthesis)
xor gates and xnor gates | 28
DFF | 187
and+or+nand+nor | 123
adders and majority gates | 20
AOI/OAI and AO/OA | 155
buffers and inverters | 44
muxes | 1
latches | 9
## cell type report
class	count	share of cell area
Clock buffer	17	0.0448
Clock inverter	15	0.0204
Multi-Input combinational cell	327	0.253
Sequential cell	196	0.578
Timing Repair Buffer	55	0.0528
Tap cell	335	0.0442
Inverter	18	0.00712
## per-layer routing
layer  global-route usage  vias up  wire length, µm
met5                    0        -                0
met1                0.216     2432             8310
met3               0.0792       19             2120
met4               0.0201        0              297
met2                0.230      237             9240
li1                     -     2312                -
## worst max-delay path: stages
cell and delay [ns]:
clkdlybuf4s50_1 0.47, a22o_1 0.21, a221oi_1 0.22, and3_1 0.30, inv_1 0.20, clkdlybuf4s50_1 0.46
Power is estimated from default activity; no workload was simulated.
